`flow/constraint.sdc`:
```
current_design up_down_counter

set clk_period 2.0
set clk_io_pct 0.2

create_clock -name clk0 -period $clk_period [get_ports {clk}]

set non_clock_inputs [all_inputs -no_clocks]
set_input_delay [expr $clk_period * $clk_io_pct] -clock clk0 $non_clock_inputs
set_output_delay [expr $clk_period * $clk_io_pct] -clock clk0 [all_outputs]
```
`flow/design.v`:
```
module up_down_counter #(parameter N = 4) (
        input clk,
        input up_down,
        output reg [N-1:0] count
    );
    always @(posedge clk) begin
        case (up_down)
            1'b0:
                count <= count - 1;  
            1'b1:
                count <= count + 1;  
            default:
                count <= count;
        endcase
    end
endmodule
```
`flow/run.sh`:
```
#!/bin/bash
# OpenROAD 26Q1-2900-gdf79404cd8, Yosys 0.63+post, stock flow scripts
make -C /OpenROAD-flow-scripts/flow DESIGN_CONFIG=/design/flow/config.mk WORK_HOME=/design/flow/orfs finish
```
`flow/config.mk`:
```
export PLATFORM = sky130hd
export DESIGN_NAME = up_down_counter
export DESIGN_NICKNAME = up_down_counter
export VERILOG_FILES = /design/flow/design.v
export SDC_FILE = /design/flow/constraint.sdc
export NUM_CORES = 4
export LEC_CHECK = 1
export CORE_AREA = 10 10 70 70
export DIE_AREA = 0 0 80 80
```
==> flow_results.org <==
#+TITLE: Flow metrics

** Detailed routing
- Drt first-iter violations :: 4
- In the routed design, unresolved DRC markers number 0.
- Vias per std cell :: 1.882
- Drt first pass iters :: 2
- Average wire length per cell after detail routing :: roughly 6.4 microns
- Post-detailed-route count of antenna-violating nets :: 0
- Vias after detailed routing :: approximately 130
- The final layout contains routed wiring with a total length of 434 microns.
- The final antenna diode tally reported by the flow is 0.

** Global routing
- The first global-routing pass estimated 669 microns of wire.
- The number of antenna violations at the first check in global routing was 0.
- Entering global routing, the biggest net connects 5 pins.
- The via count of the first global-routing pass is 145.
- Across every metal layer, demand over resource in global routing totals ~1.5%.
- Global routing finished with a remaining overflow of 0.

** Power
- Leakage :: 0.1160 nW
- The script computed a power per unit cell area of 1305 nW/um^2.
- Worst IR Drop VDD :: 0.2094 mV

** CTS
- Clock latency on the worst-skew pair, taken at its later pin, is 240 ps.
- CTS saw 4 sinks.
- On the worst setup and hold paths after CTS, the clock-pin slew comes to 40 ps.
- Gates resized during post-CTS repair numbered 0.
- Clock tree synthesis inserted a total of 3 buffers.
- CTS built an H-tree with a depth of 1.
- TritonCTS clock tree :: yes
- CTS root buffer :: clkbuf_4
- The post-CTS hold buffer count recorded in the log is 0.
- Number of buffers between clock root and the deepest sink :: 2
- Per the repair_timing log after CTS, setup buffers inserted total 0.

** Place
- DP Area :: 282.8 sq um
- GP Congestion :: 0.6666
- Count of port buffers added during placement :: 5

** STA
- Final hold violation count :: 0
- For this run, the top clock speed supported by timing is 631.5 MHz.
- In the final timing run, aggregate negative setup slack is 0 ps.
- Number of max-slew violations in the final report :: 0
- Minimum clock period :: 1584 ps
- The transition time recorded at the tightest slew-check pin is roughly 190 ps.
- Finish-stage setup viols :: 0
- In this run the tightest slew margin relative to its limit is 87.07%.
- Setup repair after global routing left no endpoint under its margin.
- After layout, the worst path uses 79.18% of the clock period.
- Skew final :: 3.258 ps

** Final layout
- Counting the fill cells in the layout gives 405.
- Per the layout area report, the combinational gate area comes to 87.58 sq um.
- Finished layout cell area :: 305.3 sq um
- Flip-flop count of the largest register, all copies and words added :: 4
- Core utilization of the finished layout :: 8.938%
- Summing all flip-flop and latch instances after layout gives 80.08 sq um.
- The post-route netlist has 18.18% of its cells at a drive strength greater than 1.
- Top reg by flops :: count
- Area growth, synth to finish :: 74.29%
- Leading registers by flop count :: count: 4 flops

** Critical path
- The worst setup path is captured at a flip-flop.
- Longest individual stage delay on the worst path :: 490 ps
- The timing report shows that the slowest cell on the worst path is clkdlybuf4s50_1.
- Crit path cell chain :: clkdlybuf4s50_1, inv_1, ha_1, a21o_1, a21oi_2, xnor2_1
- Required time of the worst setup path :: 2130 ps
- Category of the worst setup path launch point :: input pin
- Worst-path maximum fanout :: 3
- The critical path is of the in -> reg type.
- Arrival @ worst endpoint :: 1710 ps

** Yosys
- Leading cell types by total area after synthesis :: dfxtp_1 (46%), ha_1 (14%), fa_1 (11%), xnor2_1 (10%), a21oi_2 (5.0%)
- After synthesis the cells add up to between 150 and 200 sq um.
- The synthesized design spends more area on one cell type than any other, namely dfxtp_1.
- Sequential cells were found to cover 45.71% of the synthesized design area.
- Multiplexer area fraction after synthesis :: 0%
- Syn avg cell area :: 12.51 sq um
- #FFs+latches synth :: 4
- Of the total synthesized cell area, the portion taken by XOR and XNOR cells is about 15%.
- Area leader share :: 45.71%
- Adder-Cell Fraction of Synth Area :: 25.71%
- Counting the warning lines in the Yosys log gives 1.
- Yosys stat counts 14 cells in the synthesized netlist.
- After Yosys synthesis, AND-OR and OR-AND compound gates account for a little under a tenth of the synthesized area.
- Synthesis produced a netlist whose cell count is 14.
- Largest non-sequential cell family by area :: adder cells
- Area figure in the yosys stat output :: 175.2 sq um
- In this run, the synthesized area fraction spent on and/or/nand/nor cells is recorded as 0%.
- Number of distinct standard cells referenced by the synthesized netlist :: 8

** Run
- Max Cap Viol :: 0
- In this run the tools logged warnings totalling 25.

** Floorplanning
- Die width :: 80 microns
- According to the floorplan report, the die height is 80 microns.
- The floorplan step defined a die boundary enclosing 6400 sq um.
- Io pins :: 6
- Core footprint :: 3416 sq um
- FP Rows :: 21
- Before placement the cells fill 5.128% of the core.

** Outcome
- Run status :: completed

** Min path
- The tightest min-delay check is of the reg -> reg type.
==> report_power, final <==
group          switching (W)  internal [W]
Clock              0.0000372     0.0000674
Sequential         0.0000249      0.000115
Combinational      0.0000498      0.000104
Total               0.000112      0.000287
==> cells in the final DEF (no fill, tap or decap) <==
cell / instances
a21o_1: 1
a21oi_2: 1
clkbuf_4: 3
clkdlybuf4s50_1: 5
dfxtp_1: 4
fa_1: 1
ha_1: 2
inv_1: 2
xnor2_1: 2
xor2_1: 1
==> cell usage after synthesis (all sizes together) <==
cell and n:
a21o 1, a21oi 1, dfxtp 4, fa 1, ha 2, inv 2
xnor2 2, xor2 1
==> worst max-delay path: cells and delay by family <==
| family | cells | cell delay, ps |
|---|---|---|
| AOI/OAI and AO/OA | 2 | 330 |
| xor gates and xnor gates | 1 | 80 |
| adders and majority gates | 1 | 310 |
| buffers and inverters | 2 | 590 |
==> cell families after synthesis <==
logic type,count (synthesis)
fa+ha+maj,3
compound gates,2
flops,4
xor+xnor,3
buf+inv,2
==> through the flow <==
| step | power, W | worst slack, ps | hold slack [ps] | cells |
|---|---|---|---|---|
| final | 0.0003983 | 416.4 | 442.6 | 68 |
| after global routing | 0.0004442 | 363.8 | 467.2 | 68 |
| after CTS | 0.0004075 | 410.5 | 444.9 | 68 |
| after detailed placement | 0.0002988 | 165.8 | 432.0 | 65 |
| after global placement | 0.0002903 | 203.2 | 411.9 | 65 |
| after floorplan | 0.0002116 | 757.8 | 386.7 | 14 |
==> path summary, 6_finish.rpt <==
check / to / start / slack, ps / cells past startpoint
worst min-delay path: count[0] / count[0] / 440 / 1
worst min register to register: count[0] / count[0] / 440 / 1
worst max register to register: count[3] / count[1] / 860 / 4
worst max-delay path: count[3] / up_down / 420 / 6
==> per-layer routing <==
layer | vias up | wire length, microns | track usage, %
met5 | - | 0 | 0
met4 | 0 | 0 | 0.1761
met3 | 0 | 126 | 2.955
met2 | 8 | 103 | 1.043
met1 | 58 | 204 | 1.673
li1 | 62 | - | -
==> final cells by class <==
| type | instances | share of cell area, % |
|---|---|---|
| multi-input cells | 8 | 28.69 |
| flip-flops and latches | 4 | 26.23 |
| well taps | 46 | 18.85 |
| repair buffers | 5 | 16.39 |
| clock buffers | 3 | 7.377 |
| inverters | 2 | 2.459 |
Power is estimated from default activity; no workload was simulated.
