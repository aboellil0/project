[./config.mk]
export PLATFORM = sky130hd
export DESIGN_NAME = randamizer
export DESIGN_NICKNAME = randamizer
export VERILOG_FILES = /design/flow/design.v
export SDC_FILE = /design/flow/constraint.sdc
export NUM_CORES = 4
export LEC_CHECK = 1
export CORE_AREA = 10 10 70 70
export DIE_AREA = 0 0 80 80
[./constraint.sdc]
current_design randamizer

set clk_period 2.0
set clk_io_pct 0.2

create_clock -name clk0 -period $clk_period [get_ports {clk}]

set non_clock_inputs [all_inputs -no_clocks]
set_input_delay [expr $clk_period * $clk_io_pct] -clock clk0 $non_clock_inputs
set_output_delay [expr $clk_period * $clk_io_pct] -clock clk0 [all_outputs]
[./design.v]
module randamizer (
    input [3:0] in,
    input clk,
    input rst,  
    input load,  
    input en,  
    input [14:0] seed_in,
    output reg [3:0] out
);
    reg temp;
    reg [14:0] seed;
    always @(posedge clk or posedge rst) begin
        if (rst) begin
            out <= 0;
            seed <= 15'b011011100010101;  
        end
        else if (load) begin
            seed <= seed_in;  
        end 
        else if (en) begin
            for (integer i = 0; i < 4; i = i + 1) begin
                temp = seed[13] ^ seed[14];
                seed = {seed[14:1], temp};
                out[i] <= in[i] ^ temp;
            end 
        end 
        else begin
            out <= out;  
        end
    end
endmodule
[./run.sh]
#!/bin/bash
# OpenROAD 26Q1-2900-gdf79404cd8, Yosys 0.63+post, stock flow scripts
make -C /OpenROAD-flow-scripts/flow DESIGN_CONFIG=/design/flow/config.mk WORK_HOME=/design/flow/orfs finish
==> impl_metrics.tcl <==
# flow metrics
set metrics [dict create \
    status "complete, no violations" \
    vdd_drop_max_v 0.000331 \
    drive_gt1_share_pct 25.7 \
    grt_pass1_vias 218 \
    drt_iter0_markers 2 \
    rsz0062_at_grt "no" \
    period_used_pct 73.3 \
    netlist-cell-type-count 8 \
    cts_resized 0 \
    clk_pin_slew_ns 0.05 \
    criticalPathCategory "reg -> out" \
    worstPathArrival_ns 1.07 \
    clock_latency_ns 0.25 \
    ios 27 \
    min_period_ns 1.47 \
    startpoint_type "register" \
    dpl_worst_slack_ns 0.281 \
    grt_antenna_before_repair 0 \
    fillCellCount 393 \
    fin_ws_ns 0.534 \
    grt_max_degree 7 \
    leakagePower_nw 0.226 \
    cts_buffers 3 \
    numSynthFlops 6 \
    route.detailed.drc 0 \
    area_delta_synth_final_pct 60.4 \
    grt_pass1_wl_um 1170 \
    grt_usage_pct 2.50 \
    final_core_util_pct 15.8 \
    core_mm2 0.00342 \
    die_h_um 80 \
    netlist_area_um2 335 \
    antenna_cells 0 \
    cts_sinks 6 \
    slew-limit-headroom_pct 76.1 \
    finalSetupTns_ns 0 \
    top_cell_area_share_pct 37.3 \
    fmax_mhz 682 \
    design_area_um2 538 \
    drv_cap 0 \
    viasPerCell 2.36 \
    final_hold_viol_count 0 \
    grt_overflow 0 \
    clk_path_buf_depth 2 \
    ys_warn_count 1 \
    min_path_type "in -> async" \
    wl_um 762 \
    worstPathCellList "clkdlybuf4s50_1" \
    worst_r2r_path_depth 2 \
    worstMarginPinSlew_ns 0.357 \
    yosys_area_um2 335 \
    core.rowCount 21 \
    place_area_um2 512 \
    finClkSkew_ns 0.00487 \
    fp-utilization_pct 9.82 \
    critPathMaxStageDelay_ns 0.48 \
    synth-edff-count 0 \
    ys_top_cells_by_count "dfrtp_1, mux2_2, xor3_1" \
    gp_congestion 0.644 \
    finalPower_mw 0.442 \
    crit_slowest_cell "clkdlybuf4s50_1" \
    yosys_cells 19 \
    avgRoutedWirePerCell_um 9.41 \
    p_per_area_mw_per_mm2 822 \
    cts_tree "yes" \
    die-area_mm2 0.00640 \
    cts_max_level 1 \
    reg2reg_from "seed[13]$_DFFE_PP1P_" \
    ys_async_sr_fraction_pct 100 \
    critPathBufInv 1 \
    endpoint_kind "output port" \
    critPathMaxFanout 2 \
    setup_violations 0 \
    ant_nets 0 \
    rr_endpoint "out[2]$_DFFE_PP0P_" \
    synth_cells 19 \
    fp.dieW_um 80 \
    cts_hold_buf 0 \
    r2r_slack_ns 0.71 \
    drt-pass1-iter-count 3 \
    port_buffers 13 \
    required_ns 1.60 \
    finalMaxSlewViolations 0 \
    vias 191 \
    avgSynthCellArea_um2 17.6 \
    cts_setup_buffers 0 \
    topCellsByArea "dfrtp_1, xor3_1, mux2_2" \
    openroad.warnings 38 \
    critical-path-top-delay-family "buffers and inverters" \
    ys_seq_share_pct 45.1 \
    ff_type "dfrtp_1" \
    cts_root_buf "clkbuf_4" \
    yosysTopAreaCell "dfrtp_1" \
]
==> metrics by stage <==
stage	hold WS (ns)	instances
after floorplan	0.190	19
after global placement	0.497	77
after global routing	0.368	81
after detailed placement	0.498	77
after CTS	0.366	81
final	0.362	81
==> final cells by class <==
class,instances,area [µm²],area share (%)
flip-flops and latches,6,151,28.1
well taps,46,57.6,10.7
multi-input cells,11,169,31.4
inverters,1,3.75,0.698
clock buffers,4,26.3,4.88
repair buffers,13,130,24.2
==> worst max path at each step <==
stage	cells after the start	end	slack [ns]	start
after CTS	1	out[0]	0.51	out[0]$_DFFE_PP0P_
after global routing	1	out[1]	0.47	out[1]$_DFFE_PP0P_
final	1	out[0]	0.53	out[0]$_DFFE_PP0P_
==> registers in the layout, indices dropped and copies added, names as in the netlist <==
name / count
seed: 2
out: 4
==> power breakdown <==
part	total, mW	switching (mW)	leakage (nW)	internal, mW
Clock	0.121	0.0457	0.0150	0.0757
Sequential	0.174	0.0185	0.0691	0.155
Combinational	0.147	0.0280	0.142	0.119
==> routing by layer <==
layer	track usage [%]	share of wire, %
met1	2.65	36
met2	3.85	50
met3	2.27	14
met4	0	0
met5	0	0
==> cells in the final DEF (no fill, tap or decap) <==
master	count
clkbuf_1	1
nor2b_1	1
dfrtp_1	5
inv_1	1
clkdlybuf4s50_1	13
mux2_1	1
dfstp_2	1
clkbuf_4	3
xor3_1	4
mux2_2	5
==> worst register-to-register path: cells and delay by family, from the launching register on <==
kind	cells	cell delay (ns)
XOR/XNOR	1	0.32
multiplexers	1	0.27
flip-flops	1	0.59
==> cell families after synthesis <==
group,after synthesis,share of synthesized area (%)
DFF,6,45.2
and+or+nand+nor,1,1.87
xor gates and xnor gates,4,28.4
muxes,6,20.1
buffers and inverters,2,4.48
Power and IR drop assume default switching activity.
